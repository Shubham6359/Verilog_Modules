[flow/run.sh]
#!/bin/bash
# OpenROAD 26Q1-2900-gdf79404cd8, Yosys 0.63+post, stock flow scripts
make -C /OpenROAD-flow-scripts/flow DESIGN_CONFIG=/design/flow/config.mk WORK_HOME=/design/flow/orfs finish
[flow/config.mk]
export PLATFORM = sky130hd
export DESIGN_NAME = boothmul
export DESIGN_NICKNAME = boothmul
export VERILOG_FILES = /design/flow/design.v
export SDC_FILE = /design/flow/constraint.sdc
export NUM_CORES = 4
export LEC_CHECK = 1
export CORE_UTILIZATION = 40
[flow/constraint.sdc]
current_design boothmul

set clk_period 16.6
set clk_io_pct 0.2

create_clock -name clk0 -period $clk_period

set non_clock_inputs [all_inputs -no_clocks]
set_input_delay [expr $clk_period * $clk_io_pct] -clock clk0 $non_clock_inputs
set_output_delay [expr $clk_period * $clk_io_pct] -clock clk0 [all_outputs]
[flow/design.v]
module invert(output ib,input b);
	assign ib = ~b;
endmodule
module and2 (input wire i0, i1, output wire o);
  assign o = i0 & i1;
endmodule
module or2 (input wire i0, i1, output wire o);
  assign o = i0 | i1;
endmodule
module xor2 (input wire i0, i1, output wire o);
  assign o = i0 ^ i1;
endmodule
module nand2 (input wire i0, i1, output wire o);
   wire t;
   and2 and2_0 (i0, i1, t);
   invert invert_0 (t, o);
endmodule
module nor2 (input wire i0, i1, output wire o);
   wire t;
   or2 or2_0 (i0, i1, t);
   invert invert_0 (t, o);
endmodule
module xnor2 (input wire i0, i1, output wire o);
   wire t;
   xor2 xor2_0 (i0, i1, t);
   invert invert_0 (t, o);
endmodule
module and3 (input wire i0, i1, i2, output wire o);
   wire t;
   and2 and2_0 (i0, i1, t);
   and2 and2_1 (i2, t, o);
endmodule
module or3 (input wire i0, i1, i2, output wire o);
   wire t;
   or2 or2_0 (i0, i1, t);
   or2 or2_1 (i2, t, o);
endmodule
module nor3 (input wire i0, i1, i2, output wire o);
   wire t;
   or2 or2_0 (i0, i1, t);
   nor2 nor2_0 (i2, t, o);
endmodule
module nand3 (input wire i0, i1, i2, output wire o);
   wire t;
   and2 and2_0 (i0, i1, t);
   nand2 nand2_1 (i2, t, o);
endmodule
module xor3 (input wire i0, i1, i2, output wire o);
   wire t;
   xor2 xor2_0 (i0, i1, t);
   xor2 xor2_1 (i2, t, o);
endmodule
module xnor3 (input wire i0, i1, i2, output wire o);
   wire t;
   xor2 xor2_0 (i0, i1, t);
   xnor2 xnor2_0 (i2, t, o);
endmodule
module fa (input wire i0, i1, cin, output wire sum, cout);
   wire t0, t1, t2;
   xor3 _i0 (i0, i1, cin, sum);
   and2 _i1 (i0, i1, t0);
   and2 _i2 (i1, cin, t1);
   and2 _i3 (cin, i0, t2);
   or3 _i4 (t0, t1, t2, cout);
endmodule
module Adder(a,b,sum);
	input [7:0] a,b;
	output [7:0]sum;
	wire cout;
	wire [7:0] q;
	fa fa1(a[0],b[0],1'b0,sum[0],q[0]);
	fa fa2(a[1],b[1],q[0],sum[1],q[1]);
	fa fa3(a[2],b[2],q[1],sum[2],q[2]);
	fa fa4(a[3],b[3],q[2],sum[3],q[3]);
	fa fa5(a[4],b[4],q[3],sum[4],q[4]);
	fa fa6(a[5],b[5],q[4],sum[5],q[5]);
	fa fa7(a[6],b[6],q[5],sum[6],q[6]);
	fa fa8(a[7],b[7],q[6],sum[7],cout);
endmodule
module subtractor(a,b,sum);
	input [7:0] a,b;
	output [7:0]sum;
	wire [7:0] ib;
	wire cout;
	invert b1(ib[0],b[0]);
	invert b2(ib[1],b[1]);
	invert b3(ib[2],b[2]);
	invert b4(ib[3],b[3]);
	invert b5(ib[4],b[4]);
	invert b6(ib[5],b[5]);
	invert b7(ib[6],b[6]);
	invert b8(ib[7],b[7]);
	wire [7:0] q;
	fa fa1(a[0],ib[0],1'b1,sum[0],q[0]);
	fa fa2(a[1],ib[1],q[0],sum[1],q[1]);
	fa fa3(a[2],ib[2],q[1],sum[2],q[2]);
	fa fa4(a[3],ib[3],q[2],sum[3],q[3]);
	fa fa5(a[4],ib[4],q[3],sum[4],q[4]);
	fa fa6(a[5],ib[5],q[4],sum[5],q[5]);
	fa fa7(a[6],ib[6],q[5],sum[6],q[6]);
	fa fa8(a[7],ib[7],q[6],sum[7],cout);
endmodule
module booth_substep(input wire signed [7:0]a,Q,input wire signed q0,input wire signed [7:0] m,output reg signed [7:0] f8,output reg signed [7:0] l8,output reg cq0);
	wire [7:0] addam,subam;
	Adder myadd(a,m,addam);
	subtractor mysub(a,m,subam);
		always @(*) begin	
		if(Q[0] == q0) begin
			 cq0 = Q[0];
			l8 = Q>>1;
			 l8[7] = a[0];
			 f8 = a>>1;
			if (a[7] == 1)
			f8[7] = 1;
		end
		else if(Q[0] == 1 && q0 ==0) begin
			 cq0 = Q[0];
				l8 = Q>>1;
			 l8[7] = subam[0];
			 f8 = subam>>1;
			if (subam[7] == 1)
			f8[7] = 1;
		end
		else begin
			 cq0 = Q[0];
				l8 = Q>>1;
			 l8[7] = addam[0];
			 f8 = addam>>1;
			if (addam[7] == 1)
			f8[7] = 1;
		end
end	
endmodule 
module boothmul(input signed[7:0]a,b,output signed [15:0] c);
	wire signed [7:0]Q0,Q1,Q2,Q3,Q4,Q5,Q6,Q7;
	wire signed [7:0] m;
	wire signed [7:0] A1,A0,A3,A2;
	wire signed [7:0] A4,A5,A6,A7;
	wire signed[7:0] q0;
	wire qout;
	booth_substep step1(8'b00000000,a,1'b0,b,A1,Q1,q0[1]);
	booth_substep step2(A1,Q1,q0[1],b,A2,Q2,q0[2]);
	booth_substep step3(A2,Q2,q0[2],b,A3,Q3,q0[3]);
	booth_substep step4(A3,Q3,q0[3],b,A4,Q4,q0[4]);
	booth_substep step5(A4,Q4,q0[4],b,A5,Q5,q0[5]);
	booth_substep step6(A5,Q5,q0[5],b,A6,Q6,q0[6]);
	booth_substep step7(A6,Q6,q0[6],b,A7,Q7,q0[7]);
	booth_substep step8(A7,Q7,q0[7],b,c[15:8],c[7:0],qout);	 
endmodule
module tb;
wire signed [15:0] z;
reg signed [7:0] a,b;
boothmul my_booth(.a(a),.b(b),.c(z));
initial begin 
end
initial
begin
$monitor($time,"Multiplication: %d * %d = %d",a,b,z );
a = 8'b11110000;
b = 8'b11110000;
#10
a = 8'b10010101;
b = 8'b100000;
#10
a = 8'b0111;
b = 8'b0;
#10
b = 8'b1;
a = 8'b1;
#10  
a = 8'b00111100;
b = 8'b0101;
#10
a = 8'b10101010;
b = 8'b100011;
#10
a = 8'b010001;
b = 8'b11100;
#10
a = 8'b1000;
b = 8'b10111111;
end
endmodule
==> results.tsv <==
metric	value	unit
HP Class	in -> out	
I/O pins	32	
Area growth syn-to-layout	41.4	%
cell mode on critical path	fa_2	
WL/cell	11.7	µm
final setup fails	6	
count leader, synth	inv_1	
Leak	0.00246	µW
chip footprint	9710	µm²
worst-path fanout max	3	
Clock buffer cells	0	
f_max	55.2	MHz
Inst Count DP	625	
Chip Area, Yosys	3730	µm²
RePlAce Congestion	0.844	
Tightest Pin Transition	0.673	ns
Placeable Area	8890	µm²
yosys cell count	425	
layout cells sized above 1	43.9	%
Synth Cell Area	3730	µm²
Vias/cell	4.67	
fin crit share	109	%
register area	0	µm²
drt pass-1 iters	15	
GRT overflow	0	
Slowest cell on crit path	fa_2	
Fin. Hold Viols	0	
first-pass GRT wire length	14.2	mm
Area after DPL	4910	µm²
hold buffer count at cts	0	
Top cell area share	45.1	%
slowest stage delay, CP	0.54	ns
total negative slack	-7.71	ns
registers	0	
CP Class	in -> out	
Routed WL	7.70	mm
Die Y	98.5	µm
Syn Area/Cell	8.77	µm²
post-synth top area cell	fa_1	
fin util	59.3	%
largest net degree at the start of global routing	18	
Final min period	18.12	ns
yosys warns	1	
Overall Global Routing Usage	18.8	%
post-route design area	5270	µm²
vias in the first global route	3131	
antenna cells	0	
Final WS setup	-1.52	ns
worst vdd ir	99.6	µV
fin cells	657	
DRC	0	
tool warnings	41	
Cell area leaders	fa_1 45%, inv_1 9.3%, ha_1 8.4%	
Worst Setup Start Kind	input pin	
fp_density	41.9	%
I/O Buffers	32	
logic area	3650	µm²
vias	3065	
DP HPWL	6.88	mm
Slew headroom	55.1	%
top cells by count	92 x inv_1, 84 x fa_1, 48 x nor2_1	
pwr/cell area	154	nW/µm²
initial antenna violation count	0	
status	finished with violations	
antenna-violating nets left	0	
Buf+Inv Stages, Crit Path	12	
sequential cell area fraction in the yosys report	0	%
Cells after Synth	425	
RSZ-0062 raised after global routing	true	
Slew Limit Fails	0	
Max Cap Viol	0	
Top Family by Delay on Critical Path	adder cells	
Worst EP arrival	14.80	ns
failing checks	negative setup slack	
Horiz. Die Dim	98.5	µm
Setup crit end kind	output port	
DR iter-0 viols	61	
row count	34	
Synth cell types	37	
Worst EP required	13.28	ns
Fillers	720	
==> metal layers <==
metal	vias to the layer above	global-route usage (%)	wire length (µm)
met5	-	0	0
met4	0	0	0
met3	0	2.81	261
met2	36	30.4	3590
met1	1438	30.1	3850
li1	1591	-	-
==> final cells by class <==
type               count  share of cell area, %
inverters             92                   6.62
repair buffers       144                   21.6
well taps            108                   2.56
multi-input cells    313                   69.2
==> worst min-delay path, stage by stage <==
cell and delay [ns]:
buf_2 0.11, inv_2 0.07, buf_4 0.10, buf_4 0.11, nor2_1 0.04, clkdlybuf4s50_1 0.38
==> layout by cell type, fill, tap and decap left out, types with 2 or more instances in the layout <==
cell / n
nand3_1: 2
o31ai_4: 3
inv_1: 79
a211oi_1: 7
nand2b_4: 2
o31ai_1: 2
nor2_1: 42
mux2_2: 3
o21ai_2: 4
ha_4: 2
a21oi_1: 21
clkdlybuf4s50_1: 24
fa_2: 55
buf_4: 112
buf_2: 5
o21ai_1: 3
and2_4: 2
nand2_1: 17
mux2i_1: 24
ha_1: 23
nand2b_1: 2
a21o_1: 6
o21ai_0: 3
dlygate4sd2_1: 2
inv_2: 12
fa_1: 29
xnor2_1: 8
nor2_2: 6
a211oi_2: 10
nor2b_1: 6
a21oi_2: 15
==> logic make-up (layout without fill, tap and decap cells) <==
family	count (synthesis)	in the layout	synth area share, %
xor+xnor	12	12	3.93
compound gates	80	80	13.5
buf+inv	112	236	11.8
fa+ha+maj	109	109	53.5
mux	28	28	7.62
simple gates	84	84	9.66
==> repair_timing <==
action / in CTS / in global routing
gates resized: 66 / 8
endpoints found under the setup margin: 8 / 8
pin swaps: 63 / 12
buffers inserted: 31 / 1
==> final timing paths <==
kind | from | to | slack (ns) | cells past startpoint
worst min-delay path | b[0] | c[0] | 7.45 | 6
worst max-delay path | b[1] | c[15] | -1.52 | 57
==> where the power goes <==
part           internal, µW  switching [µW]  leakage (µW)
Combinational           449             363       0.00246
Sequential                0               0             0
Clock                     0               0             0
Total                   449             363       0.00246
==> metrics by stage <==
stage	total power (µW)	worst slack, ns	hold WS (ns)
final	812	-1.52	7.45
after global routing	942	-2.16	7.49
after CTS	815	-1.64	7.45
after detailed placement	744	-2.73	7.75
after global placement	723	-2.59	7.76
after floorplan	482	-1.19	6.76
No activity file was given, so power comes from the tool's default toggle rates.
