==> constraint.sdc <==
current_design subtractor_4bit

set clk_period 1.8
set clk_io_pct 0.2

create_clock -name clk0 -period $clk_period

set non_clock_inputs [all_inputs -no_clocks]
set_input_delay [expr $clk_period * $clk_io_pct] -clock clk0 $non_clock_inputs
set_output_delay [expr $clk_period * $clk_io_pct] -clock clk0 [all_outputs]
==> config.mk <==
export PLATFORM = sky130hd
export DESIGN_NAME = subtractor_4bit
export DESIGN_NICKNAME = subtractor_4bit
export VERILOG_FILES = /design/flow/design.v
export SDC_FILE = /design/flow/constraint.sdc
export NUM_CORES = 4
export LEC_CHECK = 1
export CORE_AREA = 10 10 70 70
export DIE_AREA = 0 0 80 80
==> run.sh <==
#!/bin/bash
# OpenROAD 26Q1-2900-gdf79404cd8, Yosys 0.63+post, stock flow scripts
make -C /OpenROAD-flow-scripts/flow DESIGN_CONFIG=/design/flow/config.mk WORK_HOME=/design/flow/orfs finish
==> design.v <==
module subtractor_4bit(d, bo, a, b, bin);
  input [3:0] a,b;
  input bin;
  output [3:0] d;
  output bo;
  wire [2:0] bi;
  full_add sub1(d[0], bi[0], a[0], ~b[0], 1);
  full_add sub2(d[1], bi[1], a[1], ~b[1], bi[0]);
  full_add sub3(d[2], bi[2], a[2], ~b[2], bi[1]);
  full_add sub4(d[3], bo, a[3], ~b[3], bi[2]);
endmodule
module full_add(s, co, a, b, c);
  input a,b,c;
  output s,co;
  always@(*)
    begin
      s = a^b^c;
      co = (a&b)|(b&c)|(a&c);
    end
endmodule
==> impl_metrics.py <==
# Flow results
metrics = {
    "power_and_ir_drop": {
        "power.density_nw_per_um2": 250.1,
        "p_leak_nw": 0.1310,
        "ir_drop_uv": 66.23,
    },
    "die": {
        "dieArea_um2": 6400,
        "core_area_um2": 3416,
        "num_rows": 21,
        "fp_util_pct": 3.883,
        "die_x_um": 80,
        "die.size.y_um": 80,
        "ioPinCount": 14,
    },
    "yosys": {
        "avgSynthCellArea_um2": 8.289,
        "ys_seq_share_pct": 0,
        "area_leaders": "fa_1 45%, buf_4 23%, inv_1 23%, ha_1 9.4%",
        "ys_sh_xor_pct": 0,
        "synth_area_leader_cell": "fa_1",
        "yosys_cells": 16,
        "ys_chip_area_um2": 132.6,
        "synthCells": 16,
        "yosys_warnings": 4,
        "ys_sh_adder_pct": 54.72,
        "synth_area_um2": 132.6,
        "ys_sh_simple_pct": 0,
        "synth_cell_type_count": 4,
        "ys_sh_mux_pct": 0,
        "top_cell_area_share_pct": 45.28,
        "logic_family": "adder cells",
        "synthAoiAreaFrac_pct": 0,
    },
    "worst_setup_path": {
        "critPathCaptureType": "output pin",
        "path_common_cell": "fa_2",
        "slowest_delay_ps": 430,
        "cp.arrival_ps": 1960,
        "cp_cell_sequence": "buf_8, inv_8, ha_4, fa_2, fa_2, inv_2, fa_2, buf_6",
        "critical_path_buf_inv_count": 4,
        "cp_top_family": "adder cells",
        "cp.required_ps": 1440,
        "criticalPathCategory": "in -> out",
        "start_kind": "input pin",
        "worst_path_max_delay_cell": "fa_2",
        "crit_fanout": 1,
    },
    "routing": {
        "drtIter0Drc": 1,
        "routed-wl-met3_um": 57,
        "diodes": 0,
        "antenna_left": 0,
        "highest_layer": "met3",
        "drtPass1Iterations": 2,
        "num_vias": 112,
        "wl_per_cell_um": 6.577,
        "drcViolationCount": 0,
        "viasPerCell": 1.577,
        "dr_wl_met2_um": 104,
        "met1Wirelength_um": 305,
        "finalWirelength_um": 467,
    },
    "global_routing": {
        "grt_first_pass_wirelength_um": 634,
        "grt_pass1_vias": 116,
        "overflow": 0,
        "track_usage_pct": 1.320,
        "grt_max_degree": 2,
        "grt_antenna_before_repair": 0,
    },
    "timing": {
        "fin_crit_sh_pct": 128.8,
        "rsz0062_at_grt": "yes",
        "worst_slew_pin_slew_ps": 86.98,
        "setup_ws_ps": -518.4,
        "max-slew-margin-rel_pct": 94.18,
        "hold_viol_final": 0,
        "period_needed_ps": 2318,
        "final_max_slew_viol_count": 0,
        "setup_violations": 3,
        "fmax_mhz": 431.3,
    },
    "layout": {
        "mostFrequentLayoutCell": "clkdlybuf4s50_1",
        "final_cell_mix": "5 x clkdlybuf4s50_1, 4 x inv_1, 3 x inv_2, 3 x fa_2, 3 x buf_6",
        "area_growth_pct": 136.8,
        "nClkBuffers": 0,
        "design_area_um2": 314.1,
        "final_core_util_pct": 9.194,
        "drive_gt1_share_pct": 56.00,
        "fill_cells": 417,
        "seq_area_um2": 0,
        "combGateArea_um2": 92.59,
        "stdcell_count": 71,
        "seq_cell_count": 0,
    },
    "placed_design": {
        "place_inst": 71,
        "gp_congestion": 0.6053,
        "dpl_cell_area_um2": 315.3,
        "hpwl_um": 467.9,
        "numPortBuffers": 13,
    },
    "min_path": {
        "min_path_type": "in -> out",
        "worstHoldStart": "a[1]",
        "whs_path_depth": 5,
        "hold_end": "d[1]",
    },
    "flow_run": {
        "drv_cap": 0,
        "warnings": 36,
    },
    "outcome": {
        "violations": "setup timing",
        "status": "finished, violations left",
    },
    "clock_tree": {
        "post_cts_buffers": 0,
    },
}
==> where the power goes <==
part | internal (mW) | switching [mW] | total (mW)
combinational | 0.0519 | 0.0266 | 0.0785
sequential | 0 | 0 | 0
clock | 0 | 0 | 0
==> per-stage QoR <==
| step | setup slack (ps) | hold slack [ps] | setup TNS [ps] | total power, mW |
|---|---|---|---|---|
| final | -518.4 | 1305 | -954.3 | 0.07853 |
| after global routing | -567.2 | 1352 | -1088 | 0.08908 |
| after CTS | -554.7 | 1364 | -1057 | 0.07520 |
| after detailed placement | -1343 | 1818 | -4397 | 0.08094 |
| after global placement | -1337 | 1807 | -4410 | 0.07984 |
| after floorplan | -343.6 | 823.4 | -435.5 | 0.03731 |
==> synthesized netlist by cell type <==
cell,n
inv_1,8
ha_1,1
fa_1,3
buf_4,4
==> how the worst max path moves through the flow <==
| stage | to | cells past startpoint | slack [ps] | from |
|---|---|---|---|---|
| after global routing | d[3] | 8 | -570 | a[0] |
| after CTS | d[3] | 8 | -550 | a[0] |
| final | d[3] | 8 | -520 | a[0] |
==> cell families (layout without fill, tap and decap cells) <==
kind of cell	after synthesis	count (layout)
buffers and inverters	12	21
adders and majority gates	4	4
==> routing by layer <==
layer,vias to the layer above,track usage (%)
met3,0,0.5682
met2,12,1.124
li1,55,-
met5,-,0
met1,45,2.528
met4,0,0
==> cell type report <==
cell class,instances,area share (%)
Timing Repair Buffer,13,40.24
Multi-Input combinational cell,4,29.48
Tap cell,46,18.33
Inverter,8,11.95
==> tightest hold or removal path, stage by stage <==
cell           delay [ps]
clkbuf_2               90
inv_2                  50
fa_2                  190
inv_1                  30
dlygate4sd2_1         230
==> repair_timing <==
action / 4_1_cts / 5_1_grt
gates resized: 29 / 4
hold buffers: 0 / 0
endpoints found under the setup margin: 5 / 4
hold endpoints to repair: 0 / 0
pin swaps: 4 / 4
Power is estimated from default activity; no workload was simulated.
