--- flow/config.mk ---
export PLATFORM = sky130hd
export DESIGN_NAME = gray_counter
export DESIGN_NICKNAME = gray_counter
export VERILOG_FILES = /design/flow/design.v
export SDC_FILE = /design/flow/constraint.sdc
export NUM_CORES = 4
export LEC_CHECK = 1
export CORE_AREA = 10 10 70 70
export DIE_AREA = 0 0 80 80
--- flow/constraint.sdc ---
current_design gray_counter

set clk_period 2.2
set clk_io_pct 0.2

create_clock -name clk0 -period $clk_period [get_ports {clk}]

set non_clock_inputs [all_inputs -no_clocks]
set_input_delay [expr $clk_period * $clk_io_pct] -clock clk0 $non_clock_inputs
set_output_delay [expr $clk_period * $clk_io_pct] -clock clk0 [all_outputs]
--- flow/design.v ---
module gray_counter(clk, rst, enable, out);
  input clk, rst, enable;
  output [7:0] out;
  wire [7:0] out;
  reg [7:0] count;
  always@(posedge clk)
    if(rst)
        count <= 0;
    else if(enable)
        count <= count + 1;
    assign out = {count[7], (count[7]^count[6]), (count[6]^count[5]), (count[5]^count[4]), (count[4]^count[3]), (count[3]^count[2]), (count[2]^count[1]), (count[1]^count[0])};
endmodule
--- flow/run.sh ---
#!/bin/bash
# OpenROAD 26Q1-2900-gdf79404cd8, Yosys 0.63+post, stock flow scripts
make -C /OpenROAD-flow-scripts/flow DESIGN_CONFIG=/design/flow/config.mk WORK_HOME=/design/flow/orfs finish
==> summary.txt <==
Flow results are below.

- Per the log, the first TritonRoute iteration ended with a DRC count of 5.
- The number of resized instances in the post-cts repair step is 0, for reference.
- The detailed placement HPWL is 712 um, for reference.
- The number of standard-cell rows in the floorplan is 21, for reference.
- The summed instance area of the synthesized netlist is 419 sq um, for reference.
- The number of warnings issued by yosys is 1, for reference.
- Setup repair after global routing left no endpoint under its margin.
- The reg-to-reg endpoint is count[7], for reference.
- The kind of capture point of the worst setup path is an output pin, for reference.
- The post-detailed-route count of antenna-violating nets is 0, for reference.
- The highest supply drop recorded on VDD is 0.0000996 V.
- At the worst endpoint, the required time is 1.76 ns.
- The setup violation total in the final timing report is 0, for reference.
- Global routing consumed, over all layers together, 3.00% of the routing resources.
- The clock input transition at the sequential cells of the worst setup and hold paths is 0.05 ns, for reference.
- In this run the register-to-register setup slack is 0.97 ns.
- The worst register-to-register path has a depth of 4.
- The worst hold-check slack is 0.533 ns, for reference.
- The aggregate negative setup slack is 0 ns, for reference.
- The total cell area reported by yosys after synthesis is 419 sq um, for reference.
- The DRC violation total left in the routed layout is recorded as 0.
- The via count of the first global-routing pass is 330, for reference.
- The via density per instance is 3.14, for reference.
- Counting endpoints that fail hold in the final report gives 0.
- The number of input and output port buffers inserted is 10, for reference.
- The end point of the worst hold path is count[7], for reference.
- Per the CTS log, the buffer count on the longest clock path is 2.
- The part of the cycle the worst path needs is 82.9%, for reference.
- The registers reported with the highest flop counts are count: 8 flops.
- The root buffer selected by CTS is sky130_fd_sc_hd__clkbuf_4, for reference.
- Per the breakdown, switching nets consume 20.9% of all power.
- The top flip-flop cell by instance count after synthesis is sky130_fd_sc_hd__dfxtp_1, for reference.
- The kind of launch point of the worst setup path is a register, for reference.
- The minimum clock period is 1.82 ns, for reference.
- The actual transition at the worst max-transition pin is 0.320 ns, for reference.
- Measured along the x axis, the die boundary spans 80 um.
- Summed over all cells, the static leakage comes to 0.242 nW.
- The layout-stage area growth over the synthesis result is 37.6%, for reference.
- The clock network is responsible for 37.1% of the overall power.
- Averaged over all synthesized cells, the footprint is 10.2 sq um.
- The origin of the critical flop-to-flop path is count[2], for reference.
- TritonCTS reports the number of clock sinks as 8.
- Derived from the worst setup path, the maximum achievable clock frequency is 0.548 GHz.
- Global routing finished with a remaining overflow of 0.
- In this run the count of I/O pins placed on the die edge is 11.
- The power report attributes to the sequential group a share of 52.9%.
- The proportion of power drawn by combinational gates is 10.0%, for reference.
- The global placement routability congestion is 0.756, for reference.
- Yosys reports that the leading cell type by area covers 38.2% of the netlist area.
- The cell area power density is 505 nW/um^2, for reference.
- The maximum number of pins on one net before global-route repair is 9, for reference.
- The part of the Yosys area used for sequential elements is 38.2%, for reference.
- The number of flops mapped to enable cells by yosys is 0, for reference.
- The overall die height is 80 um, for reference.
- The cell depth of the worst min-delay path is 2, for reference.
- Checking hold timing, the worst path is listed with class register to register.
- In this run, CTS created clock tree buffers numbering 3.
- Total power for the finished layout comes to 0.291 mW.
- The max-slew violation count is 0, for reference.
- The final routed wirelength across all metal layers is 877 um, for reference.
- The skew report gives the latency at the later pin of the worst-skew pair as 0.25 ns.
- Cell internal power was estimated by the tool at 0.230 mW.
- Across all setup checks in the final design, the least slack found is 0.377 ns.
- The highest net fanout along the worst path is 4, for reference.
- The detail-routed net length per standard cell is 9.04 um, for reference.
- The first global-routing pass estimated 1510 um of wire.
- Across the routed clock network, the largest skew measured is 0.000165 ns.
- Looking at hold timing, the worst path starts from count[7].
- The post-placement worst setup slack is 0.438 ns, for reference.
- The synthesis report lists the most area-consuming cells as sky130_fd_sc_hd__dfxtp_1 38%, sky130_fd_sc_hd__ha_1 18%, sky130_fd_sc_hd__xor2_1 10%.
- After synthesis, the netlist uses 18 different library cells.
- The initial utilization of the core area, before any placement, comes to 12.3%.
- The relative max-transition margin is 78.6%, for reference.
- The proportion of register bits with asynchronous set or reset after synthesis is 0%, for reference.
- Per the CTS log, the maximum H-tree level is 1.
- Counting flops per register, the top entry is count.
- The total of max-cap violations is 0, for reference.
- The number of flip-flops in the largest register is 8, for reference.
- The category of the most critical setup path is register to output pin, for reference.
- The die area is 6400 sq um, for reference.
- The share of the core filled with cells in the final layout is 16.9%, for reference.
- The arrival time at the worst endpoint is 1.38 ns, for reference.
- Cells with a size suffix above 1 make up 9.80% of the layout.
- The synthesized design contains 8 register bits.
- The core box area is 3420 sq um, for reference.
- The number of antenna violations at the first check in global routing is 0.
- The antenna cell count is 0, for reference.
- The hold buffer count at cts is 0, for reference.
- The setup fix buffers added after clock tree synthesis is 0, for reference.
- The library cell occupying the most area in the post-synthesis netlist is sky130_fd_sc_hd__dfxtp_1, for reference.
- Across all stage logs, warnings added up to 25.
- The run finished with clean final reports.
- The script extracted a net switching power of 0.0609 mW.
- The first detailed-routing pass ran for 2 iterations.
- The yosys stat cell total is 41, for reference.
- The via count is 305, for reference.
- TritonCTS built the clock tree.
- Synthesis produced 41 cells.
- The final layout report lists a filler cell count of 387.
[per-stage QoR]
step                      cells  cell area (sq um)
after global placement       94                554
final                        97                577
after global routing         97                577
after detailed placement     94                554
after CTS                    97                577
after floorplan              41                419
[layout make-up]
cell class,instances,area [sq um],share of cell area (%)
clock buffers,3,22.5,3.90
inverters,1,3.75,0.651
multi-input cells,29,233,40.3
flip-flops and latches,8,160,27.8
well taps,46,57.6,9.98
repair buffers,10,100,17.4
[cell usage after synthesis (2+ instances only)]
cell type	number
sky130_fd_sc_hd__nor2_1	7
sky130_fd_sc_hd__dfxtp_1	8
sky130_fd_sc_hd__xnor2_1	2
sky130_fd_sc_hd__ha_1	6
sky130_fd_sc_hd__xor2_1	5
[cells by family after synthesis]
logic type               after synthesis  synth area share, %
AND-OR/OR-AND                          2                 2.39
XOR/XNOR                               7                 14.6
adder cells (fa/ha/maj)                6                 17.9
buffers and inverters                  4                 6.27
flip-flops                             8                 38.2
multiplexers                           1                 2.39
AND/OR/NAND/NOR                       13                 18.2
[cells in the final DEF, fill, tap and decap left out, drive strengths merged]
master | netlist | layout
nand3 | 1 | 1
dfxtp | 8 | 8
mux2i | 1 | 1
clkbuf | 1 | 3
nand4 | 2 | 2
or3 | 1 | 1
ha | 6 | 6
nand2 | 1 | 1
xor2 | 5 | 5
nor2 | 7 | 7
xnor2 | 2 | 2
and3 | 1 | 1
o21ai | 1 | 1
inv | 1 | 1
a21oi | 1 | 1
clkdlybuf4s50 | 0 | 10
[power groups by stage]
| stage | Clock, mW | Combinational, mW | Sequential (mW) |
|---|---|---|---|
| after CTS | 0.113 | 0.0301 | 0.154 |
| after global routing | 0.120 | 0.0334 | 0.154 |
| final | 0.108 | 0.0291 | 0.154 |
[critical path, cell delays in order, from the launching register on]
cell	delay, ns
sky130_fd_sc_hd__dfxtp_1	0.36
sky130_fd_sc_hd__ha_1	0.32
sky130_fd_sc_hd__clkdlybuf4s50_1	0.46
[worst max-delay path by stage]
| stage | cells after the start | start | endpoint | slack [ns] |
|---|---|---|---|---|
| after CTS | 2 | count[0] | out[0] | 0.36 |
| final | 2 | count[0] | out[0] | 0.38 |
| after global routing | 2 | count[0] | out[0] | 0.30 |
[routing by layer]
layer / track usage [%] / share of wire, % / routed length (um)
met2: 4.49 / 44 / 389
met4: 0.880 / 1.6 / 14
met5: 0 / 0 / 0
met1: 3.29 / 42 / 369
met3: 2.16 / 12 / 103
Power figures rest on the tool's default switching activity, not on a simulated workload.
